===== ./design.v =====
`timescale 1ns / 1ps
module HexDisplayV2(
	input clk,				  
	input [15:0] value_in,	  
	input BCD_enable,	      
	input Display_Enable,     
	output [6:0] seg,	      
	output [3:0] an	          
    );
	parameter CLKBIT = 16;   
	reg [CLKBIT:0] clk_div = 0;
	always @(posedge clk) begin
		clk_div <= clk_div + 1;	
	end 
	wire [1:0] digit_select;  
	assign digit_select = clk_div[CLKBIT:CLKBIT-1];  
	wire [15:0] BCD_out;
	Hex2BCD MyHex2BCD(clk, value_in, BCD_out, busy);
	wire[15:0] value_used;
	assign value_used = BCD_enable ? BCD_out : value_in;
	wire [3:0] tmp_value;	
	assign tmp_value = (digit_select ==  2'b00 ) ? value_used[3:0]:
							 (digit_select ==  2'b01 ) ? value_used[7:4]:
							 (digit_select ==  2'b10 ) ? value_used[11:8]:
							 (digit_select ==  2'b11 ) ? value_used[15:12]:
							 4'b1111;
	EnableDigit MyEnableDigit( digit_select, an );
	DisplayDigit MyDisplayDigit( tmp_value, Display_Enable, seg );	
endmodule
module DisplayDigit( valueIn, Display_Enable, sevenSegOut);
	input [3:0] valueIn;	 
	input Display_Enable;  
	output [6:0] sevenSegOut;  
	assign sevenSegOut =  ((valueIn == 4'b0000)& Display_Enable) ? 7'b1000000:    
								 ((valueIn == 4'b0001)& Display_Enable) ? 7'b1111001:    
								 ((valueIn == 4'b0010)& Display_Enable) ? 7'b0100100:    
								 ((valueIn == 4'b0011)& Display_Enable) ? 7'b0110000:    
								 ((valueIn == 4'b0100)& Display_Enable) ? 7'b0011001:    
								 ((valueIn == 4'b0101)& Display_Enable) ? 7'b0010010:    
								 ((valueIn == 4'b0110)& Display_Enable) ? 7'b0000010:    
								 ((valueIn == 4'b0111)& Display_Enable) ? 7'b1111000:    
								 ((valueIn == 4'b1000)& Display_Enable) ? 7'b0000000:    
								 ((valueIn == 4'b1001)& Display_Enable) ? 7'b0010000:    
								 ((valueIn == 4'b1010)& Display_Enable) ? 7'b0001000:    
								 ((valueIn == 4'b1011)& Display_Enable) ? 7'b0000011:    
								 ((valueIn == 4'b1100)& Display_Enable) ? 7'b1000110:    
								 ((valueIn == 4'b1101)& Display_Enable) ? 7'b0100001:    
								 ((valueIn == 4'b1110)& Display_Enable) ? 7'b0000110:    
								 ((valueIn == 4'b1111)& Display_Enable) ? 7'b0001110:    
								 7'b1111111;    
endmodule
module EnableDigit( digitSelectIn, digSelectOut);
	input [1:0] digitSelectIn;  
	output [3:0] digSelectOut;  
	assign digSelectOut = (digitSelectIn == 2'b00) ? 4'b1110:    
								 (digitSelectIn == 2'b01) ? 4'b1101:    
								 (digitSelectIn == 2'b10) ? 4'b1011:    
								 (digitSelectIn == 2'b11) ? 4'b0111:    
								 4'b0000;    
endmodule
module Hex2BCD(sys_clk, HexIn, BCD_out, busy);
	 input [15:0] HexIn;     
    input sys_clk;
    output reg [15:0] BCD_out = 0;
	 output reg busy = 0;
	reg [3:0] digit0, digit1, digit2, digit3;
	wire carry0, carry1, carry2;
	reg [4:0] counter =0;
	assign carry0=(digit0>4);
	assign carry1=(digit1>4);
	assign carry2=(digit2>4);
	always @(posedge sys_clk) begin
		if (counter==0) begin
			digit0<=0;
			digit1<=0;
			digit2<=0;
			digit3<=0;
			busy <= 1'b1;
			counter <= counter + 1;
		end
		else if (counter<17) begin
		  if (carry0)
				digit0<={digit0-5,HexIn[16-counter]};
		  else
				digit0<={digit0[2:0],HexIn[16-counter]};
		  if (carry1)
				digit1<={digit1-5,carry0};
		  else
				digit1<={digit1[2:0],carry0};
		  if (carry2)
				digit2<={digit2-5,carry1};
		  else
				digit2<={digit2[2:0],carry1};
		  digit3<={digit3[2:0],carry2};
		  counter <= counter + 1;
		end 
		else if (counter == 17 ) begin
			if( HexIn < 10000 )  
				BCD_out <= {digit3,digit2,digit1,digit0};  
			else
				BCD_out <= 16'h9999;  
			busy <= 1'b0;
				counter <= 0;
		end
	end
endmodule
`timescale 1ns / 1ps
module fixedPtTest(
    input btnC,
    input clk,
    input [15:0] sw,
    output [3:0] an,
    output [6:0] seg,
    output [15:0] led
    );
    wire[7:0] A, B, C;
    wire overflow;
    assign B = sw[7:0];
    assign A = sw[15:8];
    qmult #(6,8) my_mult(
        A,
        B,
        C,
        overflow
        );
    HexDisplayV2 HexInst0(
    clk,
    C,
    ~btnC,
    1'b1,
    seg,
    an
    );
    assign led = sw;
endmodule
`timescale 1ns / 1ps
module qmult #(
	parameter Q = 15,
	parameter N = 32
	)
	(
	 input			[N-1:0]	i_multiplicand,
	 input			[N-1:0]	i_multiplier,
	 output			[N-1:0]	o_result,
	 output	reg				ovr
	 );
	reg [2*N-1:0]	r_result;		 
	reg [N-1:0]		r_RetVal;
	assign o_result = r_RetVal;	 
	always @(i_multiplicand, i_multiplier)	begin						 
		r_result <= i_multiplicand[N-2:0] * i_multiplier[N-2:0];	 
		ovr <= 1'b0;															 
		end
	always @(r_result) begin													 
		r_RetVal[N-1] <= i_multiplicand[N-1] ^ i_multiplier[N-1];	 
		r_RetVal[N-2:0] <= r_result[N-2+Q:Q];								 
		if (r_result[2*N-2:N-1+Q] > 0)										 
			ovr <= 1'b1;
		end
endmodule

===== ./run.sh =====
#!/bin/bash
# OpenROAD 26Q1-2900-gdf79404cd8, Yosys 0.63+post, stock flow scripts
make -C /OpenROAD-flow-scripts/flow DESIGN_CONFIG=/design/flow/config.mk WORK_HOME=/design/flow/orfs finish

===== ./config.mk =====
export PLATFORM = sky130hd
export DESIGN_NAME = fixedPtTest
export DESIGN_NICKNAME = fixedPtTest
export VERILOG_FILES = /design/flow/design.v
export SDC_FILE = /design/flow/constraint.sdc
export NUM_CORES = 4
export LEC_CHECK = 1
export CORE_UTILIZATION = 50

===== ./constraint.sdc =====
current_design fixedPtTest

set clk_period 14.5
set clk_io_pct 0.2

create_clock -name clk0 -period $clk_period [get_ports {clk}]

set non_clock_inputs [all_inputs -no_clocks]
set_input_delay [expr $clk_period * $clk_io_pct] -clock clk0 $non_clock_inputs
set_output_delay [expr $clk_period * $clk_io_pct] -clock clk0 [all_outputs]

==> impl_summary.log <==
[flow] summary of implementation run
[metrics] status: complete, no violations
[metrics] aggregate global-route resource usage: 0.204
[metrics] wire length per cell: 13.6 um
[metrics] critical path start-end classification: in2out
[metrics] Final period util: 0.820
[metrics] tool warning count: 30
[metrics] instance area after placement: 4930 um^2
[metrics] starting density of the core: 0.517
[metrics] data required time at the worst endpoint: 11.60 ns
[metrics] ANT cells: 0
[metrics] number of antenna violations at the first check in global routing: 0
[metrics] count of final hold-check violations: 0
[metrics] main area contributors: dfxtp_1 15%, edfxtp_1 14%, ha_1 11%, fa_1 9.7%, nand2_1 5.3%
[metrics] number of setup violations in the final report: 0
[metrics] Yosys chip area: 4530 um^2
[metrics] instance count of the mapped netlist: 505
[metrics] hpwl dp: 6920 um
[metrics] distinct cell type count of the synthesized netlist: 71
[metrics] synth-to-layout area growth: 10.8%
[metrics] final setup skew: 0.00985 ns
[metrics] cell with the most instances after synthesis: nand2_1
[metrics] top flip-flop cell by instance count after synthesis: dfxtp_1
[metrics] via count of the first global-routing pass: 3,311
[metrics] proportion of synthesized flip-flops having asynchronous set or reset: 0
[metrics] clock tree from TritonCTS: done
[metrics] Vert. Die Dim: 97.2 um
[metrics] layout cells sized above 1: 0.0663
[metrics] Final ANT Viol Nets: 0
[metrics] placeable core region: 8760 um^2
[metrics] worst-path maximum fanout: 12
[metrics] remaining global-route overflow: 0
[metrics] Buffers on Ports: 44
[metrics] Filler Cell Count: 792
[metrics] I/O pin count: 45
[metrics] top cell types by occurrence after synthesis: 64 x nand2_1, 47 x inv_1, 39 x ha_1, 33 x dfxtp_1, 29 x nor2_1
[metrics] leading area contributor after synthesis: dfxtp_1
[metrics] mean number of vias per cell: 5.36
[metrics] count of clock tree sinks: 54
[metrics] design area: 5020 um^2
[metrics] power density cells: 107 nW/um^2
[metrics] count of buffers added by post-CTS timing repair for setup: 0
[metrics] Max Buffers Root-to-Sink: 2
[metrics] WP data arrival: 8.99 ns
[metrics] clock transition time at the flip-flop clock pins of the worst setup and hold paths: 0.10 ns
[metrics] final-layout setup total negative slack: 0 ns
[metrics] leakage power figure: 2.01 nW
[metrics] capturing element type of the critical path: primary output
[metrics] worst rel slew slack: 0.434
[metrics] max cap viols: 0
[metrics] drc violations: 0
[metrics] FMAX: 0.0841 GHz
[metrics] Routed Wire Length: 8680 um
[metrics] Clk Tree Root Cell: clkbuf_8
[metrics] clock latency at the later pin of the worst-skew pair: 0.31 ns
[metrics] top area contributor share: 0.146
[metrics] number of synthesized flops with an enable pin: 21
[metrics] number of iterations in the first detailed-routing pass: 4
[metrics] per-instance average area after synthesis: 8.97 um^2
[metrics] maximum number of pins on one net before global-route repair: 23
[metrics] Chip Area: 9440 um^2
[metrics] measured slew at the worst slew-check pin: 0.847 ns
[metrics] total number of placement rows: 34
[metrics] via total after detailed routing: 3,410
[metrics] count of pins over their slew limit: 0
[metrics] Critical Path Start Type: input port
[metrics] post-synthesis sequential element count: 54
[metrics] number of H-tree branching levels: 2
[metrics] gp weighted congestion: 0.952
[metrics] number of resized instances in the post-cts repair step: 0
[metrics] post-synthesis cell area: 4530 um^2
[metrics] number of buffers added by the clock tree synthesis step: 5
[metrics] post-synthesis cell count from yosys: 505
[metrics] drt first-iter violations: 67
[metrics] die extent in x: 97.2 um
[metrics] Hold Buf Count CTS: 0
[metrics] RSZ-0062 raised after global routing: false
[metrics] Peak supply drop: 58.6 uV
[metrics] first-pass GRT wire length: 15,400 um
[metrics] sequential share of the synthesized area: 0.285
[metrics] classification of the worst-slack hold path: reg2reg
[metrics] final critical path time including I/O delays and setup: 11.89 ns
[metrics] synthesis warning total: 5
==> state kept, by name, summed over array words and instances (netlist names) <==
signal                      cells
HexInst0.MyHex2BCD.digit1       4
HexInst0.MyHex2BCD.digit2       4
HexInst0.MyHex2BCD.digit3       4
HexInst0.MyHex2BCD.counter      5
HexInst0.MyHex2BCD.digit0       4
HexInst0.MyHex2BCD.BCD_out     16
HexInst0.clk_div               17
==> logic make-up after synthesis <==
| group | share of synthesized area |
|---|---|
| and+or+nand+nor | 0.209 |
| AOI/OAI and AO/OA | 0.145 |
| buffers and inverters | 0.0798 |
| adders and majority gates | 0.205 |
| DFF | 0.285 |
| xor gates and xnor gates | 0.0619 |
| muxes | 0.0146 |
==> cells in the final DEF, fill, tap and decap left out, types with 5 or more instances in the layout <==
cell              n
nand3_1          13
nor3_1            7
and2_1           23
a21oi_1          23
or3_1             7
xnor2_1          24
inv_1            47
nand2_1          64
o21ai_0          12
nand2b_1          9
edfxtp_1         21
fa_1             22
ha_1             39
clkbuf_8          5
dfxtp_1          33
clkdlybuf4s50_1  44
nor2b_1           5
xor2_1            8
nor2_1           29
nand4_1           6
==> power breakdown <==
group          leakage [nW]  switching (mW)  internal, mW
clock                0.0418          0.0490        0.0348
combinational          1.50           0.152         0.140
sequential            0.467         0.00203         0.158
==> metrics by stage <==
stage | hold slack (ns) | total power [mW] | std cells | util | setup WS, ns
2_1_floorplan | 0.370 | 0.376 | 505 | - | 4.49
3_3_place_gp | 0.378 | 0.457 | 628 | 0.563 | 2.76
3_5_place_dp | 0.386 | 0.455 | 628 | 0.563 | 2.63
4_1_cts | 0.412 | 0.541 | 636 | 0.573 | 2.59
5_1_grt | 0.434 | 0.584 | 636 | 0.573 | 2.21
6_report | 0.405 | 0.536 | 636 | 0.573 | 2.61
==> critical path, stage by stage <==
cell and delay [ns]:
clkdlybuf4s50_1 0.65, nand2_1 0.12, fa_1 0.51, fa_1 0.53, fa_1 0.56, inv_1 0.06, fa_1 0.48, ha_1 0.39
a21oi_1 0.37, a21oi_4 0.15, o21a_1 0.22, o311ai_2 0.74, inv_1 0.20, or4_1 0.56, nand4b_1 0.11, clkdlybuf4s50_1 0.46
==> per-layer routing <==
layer	wire [um]	part of all wire	track usage	vias to the layer above
met5	0	0	0	-
met4	255	0.029	0.0482	0
met3	271	0.031	0.0227	19
met2	4050	0.47	0.322	59
met1	4100	0.47	0.314	1561
li1	-	-	-	1771
==> worst paths after layout <==
path,startpoint,to,slack [ns],depth (start not counted)
worst max-delay path,sw[9],seg[3],2.61,16
worst min-delay path,HexInst0.clk_div[0]$_DFF_P_,HexInst0.clk_div[0]$_DFF_P_,0.41,1
worst max register to register,HexInst0.MyHex2BCD.counter[0]$_DFFE_PP_,HexInst0.MyHex2BCD.counter[0]$_DFFE_PP_,11.80,6
worst min register to register,HexInst0.clk_div[0]$_DFF_P_,HexInst0.clk_div[0]$_DFF_P_,0.41,1
==> layout make-up <==
cell class	instances	area [um^2]	share of cell area
clock buffer	6	72.6	0.0145
tap	108	135	0.0269
sequential	54	1290	0.257
clock inverter	2	16.3	0.00324
inverter	48	180	0.0359
multi-input combinational	373	2880	0.573
timing repair buffer	45	448	0.0892
Power is estimated from default activity; no workload was simulated.
